[flow/design.v]
module ID_EX(
              input clk,
              input s,
              input rf_wr,
              input dm_wr,
              input m1sel,
              input m2sel,
              input m3sel,
              input [31:0] ext,
              input [2:0] ALUop,
              input [31:0] rsD,
              input [31:0] rtD,
              input [31:0] rdD,
              output reg rf_wre,
              output reg dm_wre,
              output reg m1sele,
              output reg m2sele,
              output reg m3sele,
              output reg [2:0] ALUope,
              output reg [31:0] exte,
              output reg [31:0] rsE,
              output reg [31:0] rtE,
              output reg [31:0] rdE
              );
 always @(posedge clk,negedge s )             
         begin
         	if(!s)
         	  begin
         	  	rf_wre<=1'b0;
         	  	dm_wre<=1'b0;
         	  	m1sele<=1'b0;
         	  	m2sele<=1'b0;
         	  	m3sele<=1'b0;
         	  	ALUope<=3'b0;
         	  	exte<=32'b0;
         	  	rsE<=32'b0;
         	  	rtE<=32'b0;
         	  	rdE<=32'b0;
         	  end
         	else
         	 begin
         	 	rf_wre<=rf_wr;
         	  	dm_wre<=dm_wr;
         	  	m1sele<=m1sel;
         	  	m2sele<=m2sel;
         	  	m3sele<=m3sel;
         	  	ALUope<=ALUop;
         	  	exte<=ext;
         	  	rsE<=rsD;
         	  	rtE<=rtD;
         	  	rdE<=rdD;
         	 end
         end
endmodule
[flow/config.mk]
export PLATFORM = sky130hd
export DESIGN_NAME = ID_EX
export DESIGN_NICKNAME = ID_EX
export VERILOG_FILES = /design/flow/design.v
export SDC_FILE = /design/flow/constraint.sdc
export NUM_CORES = 4
export LEC_CHECK = 1
export CORE_AREA = 10 10 153 153
export DIE_AREA = 0 0 163 163
[flow/constraint.sdc]
current_design ID_EX

set clk_period 1.0
set clk_io_pct 0.2

create_clock -name clk0 -period $clk_period [get_ports {clk}]

set non_clock_inputs [all_inputs -no_clocks]
set_input_delay [expr $clk_period * $clk_io_pct] -clock clk0 $non_clock_inputs
set_output_delay [expr $clk_period * $clk_io_pct] -clock clk0 [all_outputs]
[flow/run.sh]
#!/bin/bash
# OpenROAD 26Q1-2900-gdf79404cd8, Yosys 0.63+post, stock flow scripts
make -C /OpenROAD-flow-scripts/flow DESIGN_CONFIG=/design/flow/config.mk WORK_HOME=/design/flow/orfs finish
==> impl_metrics.csv <==
group,metric,value,unit
cts,cts_tree,"yes",
setup_path,required,800,ps
place,dp_hpwl,9.14,mm
timing,rsz0062_at_grt,"yes",
layout,seqCellArea,3400,µm²
setup_path,worstPathCellList,"buf_6",
setup_path,worst-path-max-fanout,1,
die,die_h,163,µm
setup_path,start_kind,"flop",
global_routing,grt_pass1_wl,16.8,mm
global_routing,antenna_found_initial,2,
timing,final.setup.worst_slack,-94.6,ps
cts,root_buffer,"clkbuf_16",
place,port_buffers,273,
setup_path,cp_slowest_cell,"dfrtp_1",
layout,final_core_util,0.323,
yosys,ys_cells,136,
setup_path,cp_top_family,"flip-flops",
timing,fin_crit_sh,1.09,
status,violations,"negative setup slack",
drt,diodes,0,
global_routing,gr-usage-all-layers,0.0845,
drt,drcViolationCount,0,
setup_path,end_kind,"output pin",
die,io_pins,274,
flow_run,max_cap_viol_count,0,
timing,final_hold_viol_count,0,
place,gp_congestion,0.759,
drt,via_per_inst,3.18,
setup_path,path_buffers,1,
die,floorplanUtilization,0.169,
drt,routedWlPerCell,16.0,µm
pwr,peakVddDrop,0.00107,V
global_routing,grt_start_max_net_pins,34,
yosys,yosysWarnings,1,
layout,combGateArea,0,µm²
flow_run,warnings,27,
timing,setup_viol,136,
layout,fin_area,6520,µm²
yosys,avgSynthCellArea,25.0,µm²
die,dieWidth,163,µm
cts,clk_pin_slew_worst_paths,60,ps
timing,max_slew.worst_pin.slew,212,ps
timing,max-slew-margin-rel,0.859,
min_path,hold_path_class,"input pin to flop",
yosys,synthCells,136,
layout,comb_cells,0,
yosys,ys_area,3400,µm²
layout,nFillCells,2006,
pwr,static-leakage-power,3.02,nW
drt,totalWireLength,11.5,mm
layout,area_growth,91.5,%
drt,drtIter0Drc,48,
timing,slew_viol_final,0,
setup_path,cp_slowest_stage_delay,370,ps
cts,cts_htree_levels,4,
pwr,power_density,2010,nW/µm²
drt,dr.pass1.iters,3,
timing,period_needed,1090,ps
die,core_area,20200,µm²
global_routing,grt_pass1_vias,2630,
drt,ant_nets,0,
global_routing,grt_overflow,0,
layout,drive_above_1_share,0.388,
yosys,ys_ff,136,
place,placed_area,6550,µm²
cts,cts_buffer_depth,2,
die,rows,52,
yosys,ys_seq_frac,1.00,
status,status,"finished with violations",
setup_path,crit_arrival,890,ps
yosys,synth_area,3400,µm²
timing,clock.fmax,914,MHz
setup_path,path_class,"flop to output pin",
drt,num_vias,2286,
die,dieArea,26600,µm²
yosys,ys_types,1,
cts,cts_made_buffers,17,
cts,cts_sinks,136,
place,pre_cts_ws,-54.9,ps
flip-flops by register name, indices dropped and copies added, names as in the netlist:
name    cells
exte       32
rdE        32
rsE        32
rtE        32
ALUope      3
dm_wre      1
m1sele      1
m2sele      1
m3sele      1
rf_wre      1
through the flow:
stage               setup TNS (ps)  cells  hold slack (ps)  power [W]
detailed placement            -164    684             97.3    0.00718
global placement              -190    684             95.9    0.00717
floorplan                        0    136            -95.6    0.00587
CTS                         -13100    718              205     0.0134
finish                       -9110    718              230     0.0131
global route                -16020    718              201     0.0137
power by group:
part           switching (W)  internal (W)  total (W)
registers          0.0000580       0.00578    0.00584
logic               0.000256      0.000682   0.000938
clock network        0.00228       0.00405    0.00632
total                0.00259        0.0105     0.0131
cell usage after synthesis (all sizes together):
library cell  instances  area [µm²]
dfrtp               136        3400
cell usage in the layout, fill, tap and decap left out, drive strengths merged:
| cell | instances |
|---|---|
| buf | 143 |
| dlygate4sd3 | 1 |
| clkdlybuf4s50 | 136 |
| dfrtp | 136 |
| clkbuf | 20 |
| bufinv | 3 |
| clkinv | 9 |
metal layers:
layer  up-vias  track usage  share of wire
li1       1022            -              -
met1      1085       0.0984           0.37
met2       163        0.129           0.46
met3        12       0.0593           0.15
met4         4       0.0115          0.014
met5         -            0         0.0023
what timing repair did:
| item | in CTS | in global routing |
|---|---|---|
| setup buffers | 0 | 0 |
| endpoints found under the setup margin | 136 | 136 |
| gates resized | 429 | 0 |
| hold buffers | 2 | 0 |
| endpoints found under the hold margin | 118 | 0 |
area by class of cell:
cell class | count | area share
tap | 270 | 0.0518
clock buffer | 20 | 0.0701
sequential | 136 | 0.522
clock inverter | 12 | 0.0230
timing repair buffer | 280 | 0.333
kinds of logic after synthesis:
logic type,share of synthesized area
flip-flops,1.00
final timing paths:
check / depth (start not counted) / slack, ps / endpoint / startpoint
setup / recovery: 1 / -90 / m3sele / m3sele
max in group asynchronous: 4 / 210 / exte[14] / s
hold / removal: 1 / 230 / rdE[27] / rdD[27]
min in group asynchronous: 3 / 370 / rdE[1] / s
Power and IR drop assume default switching activity.
